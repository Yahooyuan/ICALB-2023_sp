**config.mk**
```make
export PLATFORM = sky130hd
export DESIGN_NAME = SUBWAY
export DESIGN_NICKNAME = SUBWAY
export VERILOG_FILES = /design/flow/design.v
export SDC_FILE = /design/flow/constraint.sdc
export NUM_CORES = 4
export LEC_CHECK = 1
export CORE_UTILIZATION = 30
```
**constraint.sdc**
```tcl
current_design SUBWAY

set clk_period 5.7
set clk_io_pct 0.2

create_clock -name clk0 -period $clk_period [get_ports {clk}]

set non_clock_inputs [all_inputs -no_clocks]
set_input_delay [expr $clk_period * $clk_io_pct] -clock clk0 $non_clock_inputs
set_output_delay [expr $clk_period * $clk_io_pct] -clock clk0 [all_outputs]
```
**design.v**
```verilog
module SUBWAY(
    clk,
    rst_n,
    in_valid,
    init,
    in0,
    in1,
    in2,
    in3,
    out_valid,
    out
);
input clk, rst_n;
input in_valid;
input [1:0] init;
input [1:0] in0, in1, in2, in3; 
output reg       out_valid;
output reg [1:0] out;
parameter IDLE =2'b00;
parameter IN_DATA = 2'b01;
parameter CAL = 2'b10;
parameter OUT = 2'b11;
integer i,j;
reg [1:0] current_state,next_state;
reg [1:0]map[0:3][0:63];
reg [1:0]move[0:62];
reg [5:0]out_cnt;
reg [5:0]in_cnt;
reg [1:0] now_place;
reg [1:0] new_place1,new_place2,new_place3,new_place4,new_place5,new_place6,new_place7;
reg signed [2:0] dis0,dis1,dis2,dis3,dis4,dis5,dis6; 
always@(posedge clk or negedge rst_n)begin
    if(!rst_n)begin
        current_state<=IDLE;
    end
    else current_state<=next_state;
end
always@(*)begin
    case(current_state)
    IDLE:begin
        if(in_valid==1) next_state = IN_DATA;
        else next_state = IDLE;
    end
    IN_DATA:begin
        if(in_valid==1)next_state = IN_DATA;
        else next_state = CAL;
    end
    CAL:next_state = OUT;
    OUT:begin
        if(out_cnt==62)next_state = IDLE;
        else next_state = OUT;
    end
    endcase
end
always @(posedge clk or negedge rst_n) begin
    if(!rst_n)begin
        now_place<=0;
    end
    else if(in_valid&&current_state==IDLE) now_place<=init;
    else if(current_state==IDLE) now_place<=0;
    else now_place<=now_place;
end
always @(posedge clk or negedge rst_n) begin
    if(!rst_n)in_cnt<=0;
    else if(in_valid)in_cnt<=in_cnt+1;
    else  in_cnt<=0;
end
always @(posedge clk or negedge rst_n) begin
    if(!rst_n)begin
        for(i=0;i<4;i=i+1)begin
            for(j=0;j<64;j=j+1)begin
                map[i][j]<=0;
            end
        end
    end
    else if(in_valid)begin
        map[0][in_cnt]<=in0;
        map[1][in_cnt]<=in1;
        map[2][in_cnt]<=in2;
        map[3][in_cnt]<=in3;
    end
    else begin
        for(i=0;i<4;i=i+1)begin
            for(j=0;j<64;j=j+1)begin
                map[i][j]<=map[i][j];
            end
    end
    end
end
always@(*)begin
    if(map[0][8]==0) dis0 = now_place-0;
    else if(map[1][8]==0) dis0 = now_place-1;
    else if(map[2][8]==0) dis0 = now_place-2;
    else dis0 = now_place-3;
end
always @(*) begin
    new_place1 = now_place-dis0;
end
always @(*) begin
    if(map[0][16]==0) dis1 = new_place1-0;
    else if(map[1][16]==0) dis1 = new_place1-1;
    else if(map[2][16]==0) dis1 = new_place1-2;
    else dis1 = new_place1-3;
end
always @(*) begin
    new_place2 = new_place1-dis1;
end
always @(*) begin
    if(map[0][24]==0) dis2 = new_place2-0;
    else if(map[1][24]==0) dis2 = new_place2-1;
    else if(map[2][24]==0) dis2 = new_place2-2;
    else dis2 = new_place2-3;
end
always @(*) begin
    new_place3 = new_place2-dis2;
end
always @(*) begin
    if(map[0][32]==0) dis3 = new_place3-0;
    else if(map[1][32]==0) dis3 = new_place3-1;
    else if(map[2][32]==0) dis3 = new_place3-2;
    else dis3 = new_place3-3;
end
always @(*) begin
    new_place4 = new_place3-dis3;
end
always @(*) begin
    if(map[0][40]==0) dis4 = new_place4-0;
    else if(map[1][40]==0) dis4 = new_place4-1;
    else if(map[2][40]==0) dis4 = new_place4-2;
    else dis4 = new_place4-3;
end
always @(*) begin
    new_place5 = new_place4-dis4;
end
always @(*) begin
    if(map[0][48]==0) dis5 = new_place5-0;
    else if(map[1][48]==0) dis5 = new_place5-1;
    else if(map[2][48]==0) dis5 = new_place5-2;
    else dis5 = new_place5-3;
end
always @(*) begin
    new_place6 = new_place5-dis5;
end
always @(*) begin
    if(map[0][56]==0) dis6 = new_place6-0;
    else if(map[1][56]==0) dis6 = new_place6-1;
    else if(map[2][56]==0) dis6 = new_place6-2;
    else dis6 = new_place6-3;
end
always @(*) begin
    new_place7 = new_place6-dis6;
end
always @(posedge clk or negedge rst_n) begin
    if(!rst_n)begin
        for(i=0;i<63;i=i+1)begin
            move[i]<=0;
        end
    end
    else if(current_state==IDLE)begin
        for(i=0;i<63;i=i+1) move[i]<=0;
    end
    else if(current_state==CAL)begin
        move[0]<=0;
        move[2]<=0;
        move[8]<=0;
        move[10]<=0;
        move[16]<=0;
        move[18]<=0;
        move[24]<=0;
        move[26]<=0;
        move[32]<=0;
        move[34]<=0;
        move[40]<=0;
        move[42]<=0;
        move[48]<=0;
        move[50]<=0;
        move[58]<=0;
        move[60]<=0;
        move[62]<=0;
        if(map[now_place][2]==2'b10||map[now_place][2]==2'b00) move[1]<=0;
        else if(map[now_place][2]==2'b01)move[1]<=2'b11;
        if(map[now_place][4]==2'b01) move[3]<=2'b11;
        else move[3]<=2'b00;
        if(dis0==-3)begin
            move[4]<=2'b01;
            move[6]<=2'b01;
            move[7]<=2'b01;
            if(map[now_place+1][6]==2'b01) move[5]<=2'b11;
            else move[5]<=2'b00;
        end
        else if(dis0==-2)begin
            move[4]<=2'b01;
            move[6]<=2'b01;
            move[7]<=2'b00;
            if(map[now_place+1][6]==2'b01) move[5]<=2'b11;
            else move[5]<=2'b00;
        end
        else if(dis0==-1)begin
            move[4]<=2'b01;
            move[6]<=2'b00;
            move[7]<=2'b00;
            if(map[now_place+1][6]==2'b01) move[5]<=2'b11;
            else move[5]<=2'b00;
        end
        else if(dis0==0)begin
            move[4]<=2'b00;
            move[6]<=2'b00;
            move[7]<=2'b00;
            if(map[now_place][6]==2'b01) move[5]<=2'b11;
            else move[5]<=2'b00;
        end
        else if(dis0==3)begin
            move[4]<=2'b10;
            move[6]<=2'b10;
            move[7]<=2'b10;
            if(map[now_place-1][6]==2'b01) move[5]<=2'b11;
            else move[5]<=2'b00;
        end
        else if(dis0==2)begin
            move[4]<=2'b10;
            move[6]<=2'b10;
            move[7]<=2'b00;
            if(map[now_place-1][6]==2'b01) move[5]<=2'b11;
            else move[5]<=2'b00;
        end
        else if(dis0==1)begin
            move[4]<=2'b10;
            move[6]<=2'b00;
            move[7]<=2'b00;
            if(map[now_place-1][6]==2'b01) move[5]<=2'b11;
            else move[5]<=2'b00;
        end
        if(map[new_place1][12]==2'b01) move[11]<=2'b11;
        else move[11]<=2'b00;
        if(map[new_place1][10]==2'b01) move[9]<=2'b11;
        else move[9]<=2'b00;
        if(dis1==-3)begin
            move[12]<=2'b01;
            move[14]<=2'b01;
            move[15]<=2'b01;
            if(map[new_place1+1][14]==2'b01) move[13]<=2'b11;
            else move[13]<=2'b00;
        end
        else if(dis1==-2)begin
            move[12]<=2'b01;
            move[14]<=2'b01;
            move[15]<=2'b00;
            if(map[new_place1+1][14]==2'b01) move[13]<=2'b11;
            else move[13]<=2'b00;
        end
        else if(dis1==-1)begin
            move[12]<=2'b01;
            move[14]<=2'b00;
            move[15]<=2'b00;
            if(map[new_place1+1][14]==2'b01) move[13]<=2'b11;
            else move[13]<=2'b00;
        end
        else if(dis1==0)begin
            move[12]<=2'b00;
            move[14]<=2'b00;
            move[15]<=2'b00;
            if(map[new_place1][14]==2'b01) move[13]<=2'b11;
            else move[13]<=2'b00;
        end
        else if(dis1==1)begin
            move[12]<=2'b10;
            move[14]<=2'b00;
            move[15]<=2'b00;
            if(map[new_place1-1][14]==2'b01) move[13]<=2'b11;
            else move[13]<=2'b00;
        end
        else if(dis1==2)begin
            move[12]<=2'b10;
            move[14]<=2'b10;
            move[15]<=2'b00;
            if(map[new_place1-1][14]==2'b01) move[13]<=2'b11;
            else move[13]<=2'b00;
        end
        else if(dis1==3)begin
            move[12]<=2'b10;
            move[14]<=2'b10;
            move[15]<=2'b10;
            if(map[new_place1-1][14]==2'b01) move[13]<=2'b11;
            else move[13]<=2'b00;
        end
        if(map[new_place2][18]==2'b01) move[17]<=2'b11;
        else move[17]<=2'b00;
        if(map[new_place2][20]==2'b01) move[19]<=2'b11;
        else move[19]<=2'b00;
        if(dis2==-3)begin
            move[20]<=2'b01;
            move[22]<=2'b01;
            move[23]<=2'b01;
            if(map[new_place2+1][22]==2'b01) move[21]<=2'b11;
            else move[21]<=2'b00;
        end
        else if(dis2==-2)begin
            move[20]<=2'b01;
            move[22]<=2'b01;
            move[23]<=2'b00;
            if(map[new_place2+1][22]==2'b01) move[21]<=2'b11;
            else move[21]<=2'b00;
        end
        else if(dis2==-1)begin
            move[20]<=2'b01;
            move[22]<=2'b00;
            move[23]<=2'b00;
            if(map[new_place2+1][22]==2'b01) move[21]<=2'b11;
            else move[21]<=2'b00;
        end
        else if(dis2==0)begin
            move[20]<=2'b00;
            move[22]<=2'b00;
            move[23]<=2'b00;
            if(map[new_place2][22]==2'b01) move[21]<=2'b11;
            else move[21]<=2'b00;
        end
        else if(dis2==1)begin
            move[20]<=2'b10;
            move[22]<=2'b00;
            move[23]<=2'b00;
            if(map[new_place2-1][22]==2'b01) move[21]<=2'b11;
            else move[21]<=2'b00;
        end
        else if(dis2==2)begin
            move[20]<=2'b10;
            move[22]<=2'b10;
            move[23]<=2'b00;
            if(map[new_place2-1][22]==2'b01) move[21]<=2'b11;
            else move[21]<=2'b00;
        end
        else if(dis2==3)begin
            move[20]<=2'b10;
            move[22]<=2'b10;
            move[23]<=2'b10;
            if(map[new_place2-1][22]==2'b01) move[21]<=2'b11;
            else move[21]<=2'b00;
        end
        if(map[new_place3][26]==2'b01) move[25]<=2'b11;
        else move[25]<=2'b00;
        if(map[new_place3][28]==2'b01) move[27]<=2'b11;
        else move[27]<=2'b00;
        if(dis3==-3)begin
            move[28]<=2'b01;
            move[30]<=2'b01;
            move[31]<=2'b01;
            if(map[new_place3+1][30]==2'b01) move[29]<=2'b11;
            else move[29]<=2'b00;
        end
        else if(dis3==-2)begin
            move[28]<=2'b01;
            move[30]<=2'b01;
            move[31]<=2'b00;
            if(map[new_place3+1][30]==2'b01) move[29]<=2'b11;
            else move[29]<=2'b00;
        end
        else if(dis3==-1)begin
            move[28]<=2'b01;
            move[30]<=2'b00;
            move[31]<=2'b00;
            if(map[new_place3+1][30]==2'b01) move[29]<=2'b11;
            else move[29]<=2'b00;
        end
        else if(dis3==0)begin
            move[28]<=2'b00;
            move[30]<=2'b00;
            move[31]<=2'b00;
            if(map[new_place3][30]==2'b01) move[29]<=2'b11;
            else move[29]<=2'b00;
        end
        else if(dis3==1)begin
            move[28]<=2'b10;
            move[30]<=2'b00;
            move[31]<=2'b00;
            if(map[new_place3-1][30]==2'b01) move[29]<=2'b11;
            else move[29]<=2'b00;
        end
        else if(dis3==2)begin
            move[28]<=2'b10;
            move[30]<=2'b10;
            move[31]<=2'b00;
            if(map[new_place3-1][30]==2'b01) move[29]<=2'b11;
            else move[29]<=2'b00;
        end
        else if(dis3==3)begin
            move[28]<=2'b10;
            move[30]<=2'b10;
            move[31]<=2'b10;
            if(map[new_place3-1][30]==2'b01) move[29]<=2'b11;
            else move[29]<=2'b00;
        end
        if(map[new_place4][34]==2'b01) move[33]<=2'b11;
        else move[33]<=2'b00;
        if(map[new_place4][36]==2'b01) move[35]<=2'b11;
        else move[35]<=2'b00;
        if(dis4==-3)begin
            move[36]<=2'b01;
            move[38]<=2'b01;
            move[39]<=2'b01;
            if(map[new_place4+1][38]==2'b01) move[37]<=2'b11;
            else move[37]<=2'b00;
        end
        else if(dis4==-2)begin
            move[36]<=2'b01;
            move[38]<=2'b01;
            move[39]<=2'b00;
            if(map[new_place4+1][38]==2'b01) move[37]<=2'b11;
            else move[37]<=2'b00;
        end
        else if(dis4==-1)begin
            move[36]<=2'b01;
            move[38]<=2'b00;
            move[39]<=2'b00;
            if(map[new_place4+1][38]==2'b01) move[37]<=2'b11;
            else move[37]<=2'b00;
        end
        else if(dis4==0)begin
            move[36]<=2'b00;
            move[38]<=2'b00;
            move[39]<=2'b00;
            if(map[new_place4][38]==2'b01) move[37]<=2'b11;
            else move[37]<=2'b00;
        end
        else if(dis4==1)begin
            move[36]<=2'b10;
            move[38]<=2'b00;
            move[39]<=2'b00;
            if(map[new_place4-1][38]==2'b01) move[37]<=2'b11;
            else move[37]<=2'b00;
        end
        else if(dis4==2)begin
            move[36]<=2'b10;
            move[38]<=2'b10;
            move[39]<=2'b00;
            if(map[new_place4-1][38]==2'b01) move[37]<=2'b11;
            else move[37]<=2'b00;
        end
        else if(dis4==3)begin
            move[36]<=2'b10;
            move[38]<=2'b10;
            move[39]<=2'b10;
            if(map[new_place4-1][38]==2'b01) move[37]<=2'b11;
            else move[37]<=2'b00;
        end
        if(map[new_place5][42]==2'b01) move[41]<=2'b11;
        else move[41]<=2'b00;
        if(map[new_place5][44]==2'b01) move[43]<=2'b11;
        else move[43]<=2'b00;
        if(dis5==-3)begin
            move[44]<=2'b01;
            move[46]<=2'b01;
            move[47]<=2'b01;
            if(map[new_place5+1][46]==2'b01) move[45]<=2'b11;
            else move[45]<=2'b00;
        end
        if(dis5==-2)begin
            move[44]<=2'b01;
            move[46]<=2'b01;
            move[47]<=2'b00;
            if(map[new_place5+1][46]==2'b01) move[45]<=2'b11;
            else move[45]<=2'b00;
        end
        if(dis5==-1)begin
            move[44]<=2'b01;
            move[46]<=2'b00;
            move[47]<=2'b00;
            if(map[new_place5+1][46]==2'b01) move[45]<=2'b11;
            else move[45]<=2'b00;
        end
        if(dis5==0)begin
            move[44]<=2'b00;
            move[46]<=2'b00;
            move[47]<=2'b00;
            if(map[new_place5][46]==2'b01) move[45]<=2'b11;
            else move[45]<=2'b00;
        end
        if(dis5==1)begin
            move[44]<=2'b10;
            move[46]<=2'b00;
            move[47]<=2'b00;
            if(map[new_place5-1][46]==2'b01) move[45]<=2'b11;
            else move[45]<=2'b00;
        end
        if(dis5==2)begin
            move[44]<=2'b10;
            move[46]<=2'b10;
            move[47]<=2'b00;
            if(map[new_place5-1][46]==2'b01) move[45]<=2'b11;
            else move[45]<=2'b00;
        end
        if(dis5==3)begin
            move[44]<=2'b10;
            move[46]<=2'b10;
            move[47]<=2'b10;
            if(map[new_place5-1][46]==2'b01) move[45]<=2'b11;
            else move[45]<=2'b00;
        end
        if(map[new_place6][50]==2'b01) move[49]<=2'b11;
        else move[49]<=2'b00;
        if(map[new_place6][52]==2'b01) move[51]<=2'b11;
        else move[51]<=2'b00;
        if(dis6==-3)begin
            move[52]<=2'b01;
            move[54]<=2'b01;
            move[55]<=2'b01;
            if(map[new_place6+1][54]==2'b01) move[53]<=2'b11;
            else move[53]<=2'b00;
        end
        if(dis6==-2)begin
            move[52]<=2'b01;
            move[54]<=2'b01;
            move[55]<=2'b00;
            if(map[new_place6+1][54]==2'b01) move[53]<=2'b11;
            else move[53]<=2'b00;
        end
        if(dis6==-1)begin
            move[52]<=2'b01;
            move[54]<=2'b00;
            move[55]<=2'b00;
            if(map[new_place6+1][54]==2'b01) move[53]<=2'b11;
            else move[53]<=2'b00;
        end
        if(dis6==0)begin
            move[52]<=2'b00;
            move[54]<=2'b00;
            move[55]<=2'b00;
            if(map[new_place6][54]==2'b01) move[53]<=2'b11;
            else move[53]<=2'b00;
        end
        if(dis6==3)begin
            move[52]<=2'b10;
            move[54]<=2'b10;
            move[55]<=2'b10;
            if(map[new_place6-1][54]==2'b01) move[53]<=2'b11;
            else move[53]<=2'b00;
        end
        if(dis6==2)begin
            move[52]<=2'b10;
            move[54]<=2'b10;
            move[55]<=2'b00;
            if(map[new_place6-1][54]==2'b01) move[53]<=2'b11;
            else move[53]<=2'b00;
        end
        if(dis6==1)begin
            move[52]<=2'b10;
            move[54]<=2'b00;
            move[55]<=2'b00;
            if(map[new_place6-1][54]==2'b01) move[53]<=2'b11;
            else move[53]<=2'b00;
        end
        if(map[new_place7][58]==2'b01) move[57]<=2'b11;
        else move[57]<=2'b00;
        if(map[new_place7][60]==2'b01) move[59]<=2'b11;
        else move[59]<=2'b00;
        if(map[new_place7][62]==2'b01)move[61]<=2'b11;
        else move[61]<=2'b00;
    end
    else begin
        for(i=0;i<63;i=i+1)begin
            move[i]<=move[i];
        end
    end
end
always @(posedge clk or negedge rst_n) begin
    if(!rst_n) out_cnt<=0;
    else if(current_state==OUT) out_cnt<=out_cnt+1;
    else out_cnt<=0;
end
always @(posedge clk or negedge rst_n) begin
    if(!rst_n)begin
        out_valid<=0;
    end
    else if(current_state==OUT) out_valid<=1;
    else out_valid<=0;
end
always @(posedge clk or negedge rst_n) begin
    if(!rst_n)begin
        out <=2'b00;
    end
    else if(out_valid&&next_state==OUT) out<=move[out_cnt];
    else if(out_cnt==0) out<=2'b00;
    else if(current_state==IDLE) out<=2'b00;
    else out<=2'b000;
end
endmodule
```
**run.sh**
```bash
#!/bin/bash
# OpenROAD 26Q1-2900-gdf79404cd8, Yosys 0.63+post, stock flow scripts
make -C /OpenROAD-flow-scripts/flow DESIGN_CONFIG=/design/flow/config.mk WORK_HOME=/design/flow/orfs finish
```
==> results.tsv <==
metric	value	unit
post-route-cell-area	19100	sq um
hold_class	reg -> reg	
synth-edff-count	0	
vias_per_cell	5.46	
number_of_antenna_violations_at_the_first_check_in_global_routing	1	
netlist_instances	1540	
core_region_area	55300	sq um
placed_cell_area	17800	sq um
max-cap-violations	0	
crit_path_top_delay_cell	sky130_fd_sc_hd__a211oi_4	
cts-buffers-inserted	38	
share_of_final_layout_standard_cells_stronger_than_drive_strength_1	22.9	%
timing.max_slew.rel_slack	46.1	%
crit_arrival	5.54	ns
count_of_synthesis_stage_warnings_from_yosys	3	
vias	12638	
fillCellCount	5344	
worst_path_max_fanout	8	
final_cells	2313	
via_count_of_the_first_global_routing_pass	12245	
numPortBuffers	15	
grt_max_degree	113	
initialDrtViolationCount	1324	
multi_input_comb_area	8310	sq um
route.antenna.diode_count	0	
slew_viol_final	0	
end_kind	flip-flop	
die_height	239	um
io-pin-count	16	
rows	86	
dominantRegCellSynth	sky130_fd_sc_hd__dfrtp_1	
chip_area	57100	sq um
power_per_cell_area	294	nW/um^2
drt_first_pass_iters	6	
synth.cell_area	16900	sq um
final_hold_viol_count	0	
timing.setup.critical_path_class	reg -> reg	
timing.final.crit_share	88.7	%
flow.area_growth_from_synthesis	13.4	%
least_margin_pin_slew	0.808	ns
syn_avg_cell_area	10.9	sq um
skew	0.00876	ns
clockBufferDepth	3	
sequential_cell_area	8080	sq um
dpl.cell_count	2245	
htree_levels	2	
clkSlewWorstSetupHoldPaths	0.06	ns
gpl.final_weighted_congestion	0.902	
status	completed	
warnings	62	
timing.setup.tns	0	ns
max_stage_delay	0.46	ns
clock-sinks	323	
cts.hold.buffers_added	0	
floorplan.initialDensity	30.5	%
ir_drop	0.164	mV
root_buffer	sky130_fd_sc_hd__clkbuf_16	
timing.hold.ws	0.426	ns
crit_path_start_kind	flip-flop	
tritoncts	yes	
synth-area-yosys	16900	sq um
fraction_of_the_yosys_area_taken_by_sequential_cells	48.0	%
drtAntennaViolNets	0	
synthDistinctLibCells	76	
grt_setup_unrepaired	false	
timing.final.crit_period	5.06	ns
leakagePower	8.56	nW
crit_required	6.18	ns
gr-usage-all-layers	16.5	%
timing.fmax	198	MHz
post_cts_buffers	0	
floorplan.die.width	239	um
timing.final.setup_violations	0	
dpl.hpwl	28.5	mm
critical_path_s_top_delay_family	AND-OR/OR-AND gates	
drc	0	
worstSkewPairLatency	0.55	ns
grt_pass1_wl	72.1	mm
crit_buf_inv	2	
number_of_cells_in_the_yosys_synthesis_report	1540	
mean_routed_wirelength_per_cell	19.5	um
ys.flops	323	
post_cts_resize_count	0	
synth_async_reset_ratio	100	%
route.final.wire_length	45.1	mm
global_route.overflow_total	0	
crit_chain	or2_2 > a21oi_1 > inv_1 > ha_1 > nor3b_1 > mux2_4 > a211oi_4 > xnor2_2 > inv_1 > ha_1 > xor2_1 > xnor2_1 > mux2i_1 > nand3b_1 > o2111ai_1 > a41o_1	
## layout by cell type, fill, tap and decap left out, types with 10 or more instances in the layout
cell type,Yosys,layout
sky130_fd_sc_hd__xnor2_1,14,14
sky130_fd_sc_hd__and2_1,12,12
sky130_fd_sc_hd__a221oi_1,22,22
sky130_fd_sc_hd__a22o_1,17,17
sky130_fd_sc_hd__a21o_1,14,14
sky130_fd_sc_hd__nand2_1,127,127
sky130_fd_sc_hd__nand2b_1,11,11
sky130_fd_sc_hd__nand3b_1,10,10
sky130_fd_sc_hd__o21ai_0,39,39
sky130_fd_sc_hd__a21oi_1,61,61
sky130_fd_sc_hd__mux2i_1,17,17
sky130_fd_sc_hd__nor2_1,124,124
sky130_fd_sc_hd__mux2_2,243,243
sky130_fd_sc_hd__nor3_1,27,27
sky130_fd_sc_hd__a22oi_1,61,61
sky130_fd_sc_hd__o22ai_1,12,12
sky130_fd_sc_hd__a32oi_1,11,11
sky130_fd_sc_hd__clkdlybuf4s50_1,0,14
sky130_fd_sc_hd__a211oi_1,16,16
sky130_fd_sc_hd__buf_4,0,27
sky130_fd_sc_hd__a222oi_1,38,38
sky130_fd_sc_hd__nor2b_1,11,11
sky130_fd_sc_hd__clkbuf_16,0,39
sky130_fd_sc_hd__dfrtp_1,322,322
sky130_fd_sc_hd__ha_1,47,47
sky130_fd_sc_hd__nand3_1,40,40
sky130_fd_sc_hd__inv_1,33,33
sky130_fd_sc_hd__a31oi_1,11,11
sky130_fd_sc_hd__clkbuf_1,78,11
sky130_fd_sc_hd__or2_2,12,12
## per-stage QoR
stage               setup WS [ns]  util [%]  total power [mW]
floorplan                    1.28         -              2.95
global placement            0.986      32.3              3.19
detailed placement          0.818      32.3              3.20
CTS                         0.720      34.6              5.67
global route                0.398      34.6              5.85
finish                      0.642      34.6              5.62
## cells in the mapped netlist, types with 3 or more instances
master	n	area, sq um
sky130_fd_sc_hd__a311oi_1	4	35.0
sky130_fd_sc_hd__mux2_2	243	2740
sky130_fd_sc_hd__nor3b_1	5	37.5
sky130_fd_sc_hd__o31ai_1	5	37.5
sky130_fd_sc_hd__nand3_1	40	200
sky130_fd_sc_hd__o32ai_1	4	35.0
sky130_fd_sc_hd__xor2_1	5	43.8
sky130_fd_sc_hd__a22oi_1	61	458
sky130_fd_sc_hd__mux2i_1	17	170
sky130_fd_sc_hd__buf_1	8	30.0
sky130_fd_sc_hd__or4_1	4	30.0
sky130_fd_sc_hd__a22o_1	17	149
sky130_fd_sc_hd__and2_1	12	75.1
sky130_fd_sc_hd__a21o_1	14	105
sky130_fd_sc_hd__a32oi_1	11	96.3
sky130_fd_sc_hd__nand2b_1	11	68.8
sky130_fd_sc_hd__nand2_1	127	477
sky130_fd_sc_hd__or3_1	3	18.8
sky130_fd_sc_hd__ha_1	47	588
sky130_fd_sc_hd__or2_2	12	75.1
sky130_fd_sc_hd__inv_1	33	124
sky130_fd_sc_hd__clkbuf_1	78	293
sky130_fd_sc_hd__a31oi_1	11	68.8
sky130_fd_sc_hd__o22a_1	3	26.3
sky130_fd_sc_hd__and3_1	7	43.8
sky130_fd_sc_hd__dfrtp_1	322	8060
sky130_fd_sc_hd__nand4_1	3	18.8
sky130_fd_sc_hd__a221oi_1	22	193
sky130_fd_sc_hd__o22ai_1	12	75.1
sky130_fd_sc_hd__a222oi_1	38	380
sky130_fd_sc_hd__o211ai_1	7	52.6
sky130_fd_sc_hd__mux4_2	4	90.1
sky130_fd_sc_hd__nor2_1	124	465
sky130_fd_sc_hd__o21ai_0	39	195
sky130_fd_sc_hd__xnor2_1	14	123
sky130_fd_sc_hd__a41oi_1	3	26.3
sky130_fd_sc_hd__nor2b_1	11	68.8
sky130_fd_sc_hd__a211oi_1	16	120
sky130_fd_sc_hd__nor3_1	27	135
sky130_fd_sc_hd__a21oi_1	61	305
sky130_fd_sc_hd__nand3b_1	10	75.1
## metal layers
| layer | vias to the layer above | global-route usage, % | part of all wire (%) | wire (um) |
|---|---|---|---|---|
| li1 | 5763 | - | - | - |
| met1 | 6373 | 25.6 | 46 | 20900 |
| met2 | 421 | 24.5 | 45 | 20300 |
| met3 | 79 | 3.04 | 6.2 | 2810 |
| met4 | 2 | 3.28 | 2.3 | 1030 |
| met5 | - | 0 | 0.016 | 7 |
## kinds of logic after synthesis
kind of cell | after synthesis | synth area share [%]
buffers and inverters | 122 | 2.72
and+or+nand+nor | 405 | 11.1
DFF | 323 | 48.0
AOI/OAI and AO/OA | 358 | 15.8
xor gates and xnor gates | 20 | 1.08
adders and majority gates | 47 | 3.49
muxes | 265 | 17.9
## flip-flops by register name (all words and copies together) (netlist names)
name / cells
map: 236
move: 66
in_cnt: 6
out_cnt: 6
current_state: 4
now_place: 2
out: 2
out_valid: 1
## power breakdown
part | internal, mW | leakage (nW) | switching [mW]
Combinational | 0.256 | 3.56 | 0.407
Clock | 1.51 | 0.621 | 0.939
Sequential | 2.42 | 4.38 | 0.0900
Total | 4.18 | 8.56 | 1.44
## cell type report
type	instances	area share, %
Clock buffer	59	5.97
Clock inverter	9	0.661
Inverter	36	0.707
Multi-Input combinational cell	1095	43.5
Sequential cell	323	42.3
Tap cell	748	4.90
Timing Repair Buffer	43	1.98
## worst paths after layout
check / start / to / slack, ns / cells after the start
setup / recovery: map[104][1] / move[57][0] / 0.64 / 16
hold / removal: current_state[3] / out_valid / 0.43 / 0
setup reg to reg: map[104][1] / move[57][0] / 0.64 / 16
hold reg to reg: current_state[3] / out_valid / 0.43 / 0
max in group asynchronous: rst_n / map[52][0] / 3.96 / 2
min in group asynchronous: rst_n / map[198][1] / 0.54 / 1
Power is estimated from default activity; no workload was simulated.
